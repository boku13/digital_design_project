<file path="design/flow/constraint.sdc">
current_design clock

set clk_period 3.6
set clk_io_pct 0.2

create_clock -name clk0 -period $clk_period [get_ports {clk}]

set non_clock_inputs [all_inputs -no_clocks]
set_input_delay [expr $clk_period * $clk_io_pct] -clock clk0 $non_clock_inputs
set_output_delay [expr $clk_period * $clk_io_pct] -clock clk0 [all_outputs]
</file>
<file path="design/flow/config.mk">
export PLATFORM = sky130hd
export DESIGN_NAME = clock
export DESIGN_NICKNAME = clock
export VERILOG_FILES = /design/flow/design.v
export SDC_FILE = /design/flow/constraint.sdc
export NUM_CORES = 4
export LEC_CHECK = 1
export CORE_UTILIZATION = 50
</file>
<file path="design/flow/run.sh">
#!/bin/bash
# OpenROAD 26Q1-2900-gdf79404cd8, Yosys 0.63+post, stock flow scripts
make -C /OpenROAD-flow-scripts/flow DESIGN_CONFIG=/design/flow/config.mk WORK_HOME=/design/flow/orfs finish
</file>
<file path="design/flow/design.v">
`timescale 1ns / 1ps
module clock(
    input  clk,      
    input  reset,    
    input set_alarm,
    input  [4:0] alarm_hours,    
    input  [5:0] alarm_mins,     
    input  [5:0] alarm_secs,
    input start, 
    input stop,  
    input stopwatch,
    input  set_hours,        
    input  set_mins,         
    input  set_secs,   
    output reg buzzer,
    output reg [4:0] hours,    
    output reg [5:0] mins,     
    output reg [5:0] secs      
);
reg [4:0] alarm_hours_reg;
reg [5:0] alarm_mins_reg;
reg [5:0] alarm_secs_reg;
reg [5:0] last_mins;
reg [5:0] last_secs;
always @(*) begin
    alarm_hours_reg = set_alarm && set_hours? alarm_hours : alarm_hours_reg;
    alarm_mins_reg = set_alarm && set_mins? alarm_mins : alarm_mins_reg;
    alarm_secs_reg = set_alarm && set_secs? (alarm_secs-2'b01) : alarm_secs_reg;
end
always @(posedge clk or posedge reset) 
begin
    if (reset) begin
        secs <= 6'b000000; 
        mins<=6'b000000;
        hours<=5'b00000; 
    end 
    else if(start)
    begin
        if (secs == 6'b111011) 
        begin
            secs<= 6'b000000;    
            if (mins== 6'b111011) 
            begin
                mins <= 6'b000000;    
                if (hours== 5'b10111) 
                begin
                    hours<= 5'b000000; 
                end 
                else 
                begin
                    hours<= hours+ 1;  
                end
            end 
            else 
            begin
                mins<= mins+ 1;  
            end
        end 
        else 
        begin
        if (hours == alarm_hours_reg && mins == alarm_mins_reg && secs == alarm_secs_reg) begin
            buzzer<=1;
            secs<= secs + 1;  
            end
        else begin
        buzzer<=0;
        secs<=secs +1;
        end
        end
    end
   else if (stopwatch && !stop) begin  
       if (secs == 6'b111011) begin
            secs <= 6'b000000;
            if (mins == 6'b111011) begin
               mins <= 6'b000000;
            end
            else begin
                mins <= mins + 1;
            end
        end
        else begin
            secs <= secs + 1;
        end
        last_mins <= mins;
        last_secs <= secs;
    end
    else if (stopwatch && stop) begin
        mins <= last_mins;
        secs <= last_secs + 2'b01;
    end
end
endmodule
</file>
==> results.py <==
# Physical implementation metrics
metrics = {
    "logic_synthesis": {
        "synth.lib_cells_used.distinct": 53,
        "syn_inst": 196,
        "yosysWarningCount": 1,
        "synth-async-reset-ratio": 0.362,
        "area_leaders": "sky130_fd_sc_hd__dfrtp_1 20%, sky130_fd_sc_hd__edfxtp_1 19%, sky130_fd_sc_hd__dlxtp_1 12%, sky130_fd_sc_hd__xor2_1 6.3%, sky130_fd_sc_hd__xnor2_1 4.6%",
        "yosys-top-cells-count": "17 x sky130_fd_sc_hd__dfrtp_1, 17 x sky130_fd_sc_hd__dlxtp_1, 15 x sky130_fd_sc_hd__xor2_1",
        "synth.yosys.chip_area_um2": 2100,
        "ys.flop_type": "sky130_fd_sc_hd__dlxtp_1",
        "synth.largest_area_cell": "sky130_fd_sc_hd__dfrtp_1",
        "synthesis.area_per_instance_um2": 10.7,
        "yosys-stat-cells": 196,
        "syn_area_um2": 2100,
        "postSynthRegisterBits": 47,
        "synth_top_area_share": 0.203,
        "synth-edff-count": 13,
    },
    "floorplanning": {
        "coreArea_um2": 4000,
        "die.size.y_um": 66.7,
        "floorplan.core_util": 0.524,
        "die_x_um": 66.7,
        "ioPinCount": 44,
        "chip_area_um2": 4450,
        "placementRows": 23,
    },
    "clock_network": {
        "cts_made_buffers": 5,
        "post_cts_resized": 0,
        "cts-root-buf": "sky130_fd_sc_hd__clkbuf_8",
        "clk_pin_slew_ns": 0.07,
        "postCtsSetupRepairBufs": 0,
        "ctsHtreeMaxLevel": 2,
        "cts_buffer_depth": 2,
        "cts_hold_buf": 0,
        "clk_latency_ns": 0.28,
        "cts_tree": "built",
    },
    "cells_and_area": {
        "areaGrowthSynthToFinish_pct": 26.3,
        "drive_above_1_share": 0.0992,
        "post_layout_nonfiller_instances": 292,
        "num-fill-cells": 287,
    },
    "route": {
        "initial_drt_markers": 88,
        "drt_wl_total_um": 4400,
        "met3_wl_post_dr_um": 320,
        "highest-signal-layer": "met4",
        "route.detailed.wl_per_inst_um": 15.1,
        "first_pass_iters": 4,
        "detailroute.via_count": 1662,
        "antenna_cells_inserted": 0,
        "drc_errors": 0,
        "met2WireLength_um": 1990,
        "vias_per_cell": 5.69,
        "drt.antenna.violating_nets": 0,
        "met1_length_um": 2030,
    },
    "sta": {
        "hold_viol_final": 0,
        "timing_limited_maximum_frequency_mhz": 452,
        "unclocked_regs": 17,
        "setup_violating_endpoint_count_in_the_final_report": 0,
        "endpoints_left_unconstrained": 17,
        "slew_headroom": 0.700,
        "setup_total_negative_slack_ns": 0,
        "tightestPinTransition_ns": 0.450,
        "post-route-min-period_ns": 2.21,
        "worst_skew_ns": 0.0102,
        "finalClockPeriodUsage": 0.614,
        "grt_setup_unrepaired": "false",
        "final_max_slew_viol_count": 0,
    },
    "power_and_ir_drop": {
        "worst_ir_drop_vdd_mv": 0.290,
        "power.density_cell_area_nw_per_um2": 373,
        "total_leakage_power_nw": 1.05,
    },
    "job": {
        "total_number_of_warnings_across_the_stage_logs": 26,
        "max-cap-violations": 0,
    },
    "placed_design": {
        "dp_cells": 284,
        "place_congestion": 0.867,
        "port_buffers": 43,
        "hpwl_dp_um": 3330,
    },
    "setup_path": {
        "crit-reg2reg-capture": "mins[5]$_DFFE_PP0P_",
        "reg2reg_depth": 5,
        "worst-setup-path-type": "primary input to flip-flop",
        "rr_startpoint": "secs[0]$_DFFE_PP0P_",
        "worstPathCellList": "clkdlybuf4s50_1 -> nand3b_1 -> nor4_4 -> nand4_1 -> mux2_1",
        "required_ns": 3.77,
        "worst_ep_arrival_time_ns": 2.38,
        "worstPathMaxFanout": 11,
        "kind_of_cell_adding_the_most_delay_to_the_critical_path": "buffers and inverters",
        "reg2reg_slack_ns": 1.58,
        "critPathSlowestCell": "sky130_fd_sc_hd__clkdlybuf4s50_1",
        "crit_path_max_incr_delay_ns": 0.68,
        "worst_setup_path_start_kind": "primary input",
        "setup.worst_path.end_class": "flip-flop",
        "worst-path-buf-inv": 1,
    },
    "global_route": {
        "overflow": 0,
        "number_of_antenna_violations_at_the_first_check_in_global_routing": 0,
        "grt_pass1_vias": 1623,
        "grt_util_all_layers": 0.230,
        "grt_start_max_net_pins": 19,
        "grt_first_pass_wirelength_um": 7410,
    },
    "worst_hold_path": {
        "worst_hold_path_type": "flip-flop to flip-flop",
        "timing.hold.worst_endpoint": "mins[0]$_DFFE_PP0P_",
        "timing.hold.worst_path_depth": 1,
        "worst_hold_startpoint": "last_mins[0]$_DFFE_PP_",
    },
    "status": {
        "status": "completed",
    },
}
-- logic make-up (layout without fill, tap and decap cells) --
logic type,after synthesis,count (layout),synth area share
buffers and inverters,13,59,0.0358
flip-flops,30,30,0.389
XOR/XNOR,26,26,0.109
adder cells (fa/ha/maj),5,5,0.0299
latches,17,17,0.122
multiplexers,2,2,0.0107
AND/OR/NAND/NOR,67,67,0.183
AND-OR/OR-AND,36,36,0.121
-- where the power goes --
group | internal (mW) | switching (mW)
sequential | 0.407 | 0.0762
clock | 0.153 | 0.126
combinational | 0.139 | 0.0849
total | 0.699 | 0.287
-- routing by layer --
layer / track usage / vias up
li1: - / 804
met1: 0.355 / 776
met2: 0.341 / 73
met3: 0.0642 / 9
met4: 0.0399 / 0
met5: 0 / -
-- layout by cell type, fill, tap and decap left out, types with 3 or more instances in the layout --
cell / netlist / routed
sky130_fd_sc_hd__dlxtp_1: 17 / 17
sky130_fd_sc_hd__nand3_1: 12 / 12
sky130_fd_sc_hd__a21oi_1: 3 / 3
sky130_fd_sc_hd__inv_1: 6 / 6
sky130_fd_sc_hd__ha_1: 5 / 5
sky130_fd_sc_hd__a31oi_1: 3 / 3
sky130_fd_sc_hd__xor2_1: 15 / 15
sky130_fd_sc_hd__clkbuf_8: 2 / 6
sky130_fd_sc_hd__nor4_1: 5 / 5
sky130_fd_sc_hd__edfxtp_1: 13 / 13
sky130_fd_sc_hd__nor2_1: 8 / 8
sky130_fd_sc_hd__clkdlybuf4s50_1: 0 / 43
sky130_fd_sc_hd__nand4_1: 3 / 3
sky130_fd_sc_hd__nand2_1: 10 / 10
sky130_fd_sc_hd__xnor2_1: 11 / 11
sky130_fd_sc_hd__and3_2: 4 / 4
sky130_fd_sc_hd__o21ai_0: 9 / 9
sky130_fd_sc_hd__o22ai_1: 3 / 3
sky130_fd_sc_hd__and2_1: 3 / 3
sky130_fd_sc_hd__nor3_1: 5 / 5
sky130_fd_sc_hd__dfrtp_1: 17 / 17
-- how the worst max path moves through the flow --
stage	from	to	slack (ns)	cells past startpoint
finish	start	hours[3]$_DFFE_PP0P_	1.39	5
global route	start	hours[3]$_DFFE_PP0P_	1.22	5
CTS	start	hours[3]$_DFFE_PP0P_	1.39	5
-- cell type report --
type	instances	area [um2]	share of cell area
sequential	47	1070	0.405
clock buffer	6	82.6	0.0312
tap	50	62.6	0.0236
clock inverter	2	12.5	0.00473
timing repair buffer	45	445	0.168
inverter	6	22.5	0.00851
multi-input combinational	136	950	0.359
-- through the flow --
step	cell area [um2]	hold slack, ns	total power, mW	utilization	worst slack [ns]
2_1_floorplan	2100	0.426	0.590	-	1.20
3_3_place_gp	2550	0.503	0.710	0.638	1.15
3_5_place_dp	2550	0.499	0.709	0.638	1.11
4_1_cts	2650	0.523	0.987	0.662	1.39
5_1_grt	2650	0.544	1.04	0.662	1.22
6_report	2650	0.518	0.986	0.662	1.39
No activity file was given, so power comes from the tool's default toggle rates.
